### /design/flow/run.sh
#!/bin/bash
# OpenROAD 26Q1-2900-gdf79404cd8, Yosys 0.63+post, stock flow scripts
make -C /OpenROAD-flow-scripts/flow DESIGN_CONFIG=/design/flow/config.mk WORK_HOME=/design/flow/orfs finish
### /design/flow/constraint.sdc
current_design cbb_ecc_enc

set clk_period 1.0
set clk_io_pct 0.2

create_clock -name clk0 -period $clk_period [get_ports {clk}]

set non_clock_inputs [all_inputs -no_clocks]
set_input_delay [expr $clk_period * $clk_io_pct] -clock clk0 $non_clock_inputs
set_output_delay [expr $clk_period * $clk_io_pct] -clock clk0 [all_outputs]
### /design/flow/config.mk
export PLATFORM = sky130hd
export DESIGN_NAME = cbb_ecc_enc
export DESIGN_NICKNAME = cbb_ecc_enc
export VERILOG_FILES = /design/flow/design.v
export SDC_FILE = /design/flow/constraint.sdc
export NUM_CORES = 4
export LEC_CHECK = 1
export CORE_AREA = 10 10 112 112
export DIE_AREA = 0 0 122 122
### /design/flow/design.v
module cbb_ecc_enc #(
    parameter   DW = 32,
    parameter   EW = 7       
)(
    input   wire                clk,
    input   wire                rst_n,
    input   wire                inj_1bit_err,    
    input   wire                inj_2bit_err,    
    input   wire [DW-1:0]       din,
    output  reg  [DW+EW-1:0]    dout
);
    wire [255:0] g_matrix [8:0];
    wire [EW-1:0] ecc;
    assign  g_matrix[00] = 256'b1010101011010101010101010101010101010101010101010101010101010101010101010101010101010101010101010101010101010101010101010101010101010101101010101010101010101010101010101010101010101010101010101010101101010101010101010101010101010110101010101010110101011011;
    assign  g_matrix[01] = 256'b0011001101100110011001100110011001100110011001100110011001100110011001100110011001100110011001100110011001100110011001100110011001100110110011001100110011001100110011001100110011001100110011001100110110011001100110011001100110011011001100110011011001101101;
    assign  g_matrix[02] = 256'b0011110001111000011110000111100001111000011110000111100001111000011110000111100001111000011110000111100001111000011110000111100001111000111100001111000011110000111100001111000011110000111100001111000111100001111000011110000111100011110000111100011110001110;
    assign  g_matrix[03] = 256'b1100000001111111100000000111111110000000011111111000000001111111100000000111111110000000011111111000000001111111100000000111111110000000111111110000000011111111000000001111111100000000111111110000000111111110000000011111111000000011111111000000011111110000;
    assign  g_matrix[04] = 256'b0000000001111111111111111000000000000000011111111111111110000000000000000111111111111111100000000000000001111111111111111000000000000000111111111111111100000000000000001111111111111111000000000000000111111111111111100000000000000011111111111111100000000000;
    assign  g_matrix[05] = 256'b0000000001111111111111111111111111111111100000000000000000000000000000000111111111111111111111111111111110000000000000000000000000000000111111111111111111111111111111110000000000000000000000000000000111111111111111111111111111111100000000000000000000000000;
    assign  g_matrix[06] = 256'b0000000001111111111111111111111111111111111111111111111111111111111111111000000000000000000000000000000000000000000000000000000000000000111111111111111111111111111111111111111111111111111111111111111000000000000000000000000000000000000000000000000000000000;
    assign  g_matrix[07] = 256'b0000000001111111111111111111111111111111111111111111111111111111111111111111111111111111111111111111111111111111111111111111111111111111000000000000000000000000000000000000000000000000000000000000000000000000000000000000000000000000000000000000000000000000;
    assign  g_matrix[08] = 256'b1111111110000000000000000000000000000000000000000000000000000000000000000000000000000000000000000000000000000000000000000000000000000000000000000000000000000000000000000000000000000000000000000000000000000000000000000000000000000000000000000000000000000000;
    generate 
        for ( genvar g = 0 ; g < EW - 1 ; g ++ ) begin: gen_ecc
            assign ecc[g] = ^(din & g_matrix[g][DW-1:0]) ;
        end
    endgenerate
    assign  ecc[EW-1] = ^{ ecc[0+:EW-1], din};
    always @(posedge clk or negedge rst_n ) begin
        if ( ~rst_n ) begin
            dout    <= {(DW+EW){1'b0}};
        end
        else if ( inj_1bit_err ) begin
            dout    <= { ecc, din[DW-1:1], ~din[0] };
        end
        else if ( inj_2bit_err ) begin
            dout    <= { ecc[EW-1:1],~ecc[0], din[DW-1:1], ~din[0] };
        end
        else begin
            dout    <= { ecc, din };
        end
    end
endmodule
==> qor.yml <==
initCoreUtil: 0.162
cts.sinks: 39
via_count: 1169
largest_area_cell: "dfrtp_1"
grt_setup_unrepaired: "yes"
first_pass_iters: 4
cts_root_buffer: "clkbuf_8"
numSynthFlops: 39
area_growth_pct: 99.2
cts_tree: "done"
max_freq_mhz: 635
async_reset_ff_frac: 1.00
synthTopCellsByArea: "dfrtp_1, xnor2_1, xnor3_1"
grt_usage: 0.0674
grt_pass1_wl_um: 7650
p_leak_nw: 1.53
synth.avg_cell_area_sq_um: 16.0
logic_area_sq_um: 1180
io_pins: 75
core_area_sq_um: 10200
wirelength_um: 4950
grt_pass1_vias: 1336
synth_area_sq_um: 1660
finalMaxSlewViolations: 0
top_regs: "dout (39)"
place.gp.congestion: 0.719
dp_slack_ns: -1.41
row_count: 37
antenna_found_initial: 0
warnings: 30
drive_gt1_frac: 0.712
outcome: "finished, violations left"
synth_seq_share: 0.587
path_max_fanout: 2
antenna_cells: 0
final_util: 0.323
overflow: 0
routedWlPerCell_um: 13.6
p_total_mw: 5.50
drtAntennaViolNets: 0
ys_warn_count: 1
fillers: 1005
fin_crit_ns: 1.57
clkTransAtPathRegs_ns: 0.08
drt-initial-drc-count: 19
whs_ns: -0.128
drc_errors: 0
vdd_drop_max_mv: 0.695
hold_viol: 39
setup_viol: 6
edf_count: 0
synth_top_flop_cell: "dfrtp_1"
vias_per_cell: 3.20
setup_ws_ns: -0.574
cp-end-kind: "flop"
cts_buffers: 5
grt_start_max_net_pins: 40
post-dp-hpwl_um: 3820
portBuffers: 74
yosys-top-cells-count: "xnor2_1, dfrtp_1, xor2_1, xnor3_1, xnor2_2"
die_area_sq_um: 14900
htreeDepth: 2
register_area_sq_um: 976
yosys-stat-area_sq_um: 1660
path_class: "input port to flop"
yosysMostFrequentCell: "xnor2_1"
ys_cells: 104
synthCells: 104
crit_required_ns: 1.17
worst_pin_slew_ns: 0.305
pwr_density_cell_nw_per_um2: 1660
slew_headroom: 0.796
min_path_type: "input port to asynchronous set/reset pin"
start_kind: "input port"
synth_top_area_share: 0.587
largest_reg_flops: 39
place_inst: 337
die_h_um: 122
arrival_ns: 1.74
fin_crit_sh: 1.57
maxCapViolCount: 0
top_register: "dout"
clock_path_buffers: 2
violations: "negative hold slack, negative setup slack"
die_width_um: 122
synth_cell_types: 10
final-instance-count-excl-fill: 365
-- through the flow --
stage                     setup TNS, ns  area [sq um]
final                             -1.60          3310
after global routing              -2.10          3310
after CTS                         -1.88          3210
after detailed placement          -6.89          2890
after global placement            -6.93          2890
after floorplan                   -1.59          1800
-- where the power goes --
group / total (mW) / switching [mW] / internal [mW]
sequential: 1.85 / 0.0489 / 1.80
combinational: 2.62 / 0.897 / 1.72
clock: 1.04 / 0.549 / 0.490
-- area by class of cell --
class	count	share of cell area
Timing Repair Buffer	117	0.272
Clock buffer	7	0.0231
Sequential cell	39	0.295
Clock inverter	1	0.00151
Tap cell	136	0.0514
Multi-Input combinational cell	64	0.356
Inverter	1	0.00113
-- worst max-delay path by stage --
stage / startpoint / to / slack, ns
after global routing: din[8] / dout[38] / -0.64
after CTS: din[0] / dout[38] / -0.77
final: din[24] / dout[38] / -0.57
-- routing by layer --
metal	wire length, um	track usage	vias to the layer above
met4	84	0.00894	0
met5	0	0	-
met3	473	0.0239	5
li1	-	-	564
met1	1930	0.0896	551
met2	2470	0.107	49
-- repair_timing --
item | in CTS | in global routing
pin swaps | 45 | 28
endpoints found under the hold margin | 39 | 39
buffers inserted | 19 | 6
setup endpoints to repair | 46 | 29
resized | 314 | 26
-- kinds of logic (layout without fill, tap and decap cells) --
| group | count (synthesis) | in the layout | synth area share |
|---|---|---|---|
| xor gates and xnor gates | 62 | 62 | 0.404 |
| buffers and inverters | 1 | 126 | 0.00226 |
| DFF | 39 | 39 | 0.587 |
| and+or+nand+nor | 2 | 2 | 0.00602 |
-- cell usage in the layout, fill, tap and decap left out --
cell type / count
buf_2: 50
buf_12: 3
buf_8: 5
xor2_4: 5
xor2_1: 1
xnor2_2: 19
xnor2_4: 15
xnor2_1: 13
nor2_1: 1
clkdlybuf4s15_2: 1
xnor3_1: 5
clkinv_2: 1
xnor3_2: 1
buf_6: 17
dlygate4sd2_1: 2
clkdlybuf4s50_1: 2
buf_4: 36
nor2b_1: 1
clkbuf_1: 2
clkbuf_2: 1
clkbuf_8: 5
xor2_2: 3
dfrtp_1: 39
inv_2: 1
-- worst max-delay path, stage by stage --
cell and delay (ns):
buf_8 0.11, buf_6 0.12, xnor2_4 0.12, xnor2_2 0.24, xnor3_2 0.40, xnor2_2 0.14, xnor3_1 0.41
Power figures rest on the tool's default switching activity, not on a simulated workload.
