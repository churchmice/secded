$ cat run.sh
#!/bin/bash
# OpenROAD 26Q1-2900-gdf79404cd8, Yosys 0.63+post, stock flow scripts
make -C /OpenROAD-flow-scripts/flow DESIGN_CONFIG=/design/flow/config.mk WORK_HOME=/design/flow/orfs finish
$ cat config.mk
export PLATFORM = sky130hd
export DESIGN_NAME = cbb_ecc_dec
export DESIGN_NICKNAME = cbb_ecc_dec
export VERILOG_FILES = /design/flow/design.v
export SDC_FILE = /design/flow/constraint.sdc
export NUM_CORES = 4
export LEC_CHECK = 1
export CORE_UTILIZATION = 40
$ cat constraint.sdc
current_design cbb_ecc_dec

set clk_period 1.0
set clk_io_pct 0.2

create_clock -name clk0 -period $clk_period [get_ports {clk}]

set non_clock_inputs [all_inputs -no_clocks]
set_input_delay [expr $clk_period * $clk_io_pct] -clock clk0 $non_clock_inputs
set_output_delay [expr $clk_period * $clk_io_pct] -clock clk0 [all_outputs]
$ cat design.v
module cbb_ecc_dec #(
    parameter   DW = 32,
    parameter   EW = 7       
)(
    input   wire                clk,
    input   wire                rst_n,
    input   wire  [DW+EW-1:0]   din,
    output  reg  [DW-1:0]       dout,
    output  reg                 sec,  
    output  reg                 ded   
);
    wire [255:0] g_matrix [8:0];
    assign  g_matrix[00] = 256'b1010101011010101010101010101010101010101010101010101010101010101010101010101010101010101010101010101010101010101010101010101010101010101101010101010101010101010101010101010101010101010101010101010101101010101010101010101010101010110101010101010110101011011;
    assign  g_matrix[01] = 256'b0011001101100110011001100110011001100110011001100110011001100110011001100110011001100110011001100110011001100110011001100110011001100110110011001100110011001100110011001100110011001100110011001100110110011001100110011001100110011011001100110011011001101101;
    assign  g_matrix[02] = 256'b0011110001111000011110000111100001111000011110000111100001111000011110000111100001111000011110000111100001111000011110000111100001111000111100001111000011110000111100001111000011110000111100001111000111100001111000011110000111100011110000111100011110001110;
    assign  g_matrix[03] = 256'b1100000001111111100000000111111110000000011111111000000001111111100000000111111110000000011111111000000001111111100000000111111110000000111111110000000011111111000000001111111100000000111111110000000111111110000000011111111000000011111111000000011111110000;
    assign  g_matrix[04] = 256'b0000000001111111111111111000000000000000011111111111111110000000000000000111111111111111100000000000000001111111111111111000000000000000111111111111111100000000000000001111111111111111000000000000000111111111111111100000000000000011111111111111100000000000;
    assign  g_matrix[05] = 256'b0000000001111111111111111111111111111111100000000000000000000000000000000111111111111111111111111111111110000000000000000000000000000000111111111111111111111111111111110000000000000000000000000000000111111111111111111111111111111100000000000000000000000000;
    assign  g_matrix[06] = 256'b0000000001111111111111111111111111111111111111111111111111111111111111111000000000000000000000000000000000000000000000000000000000000000111111111111111111111111111111111111111111111111111111111111111000000000000000000000000000000000000000000000000000000000;
    assign  g_matrix[07] = 256'b0000000001111111111111111111111111111111111111111111111111111111111111111111111111111111111111111111111111111111111111111111111111111111000000000000000000000000000000000000000000000000000000000000000000000000000000000000000000000000000000000000000000000000;
    assign  g_matrix[08] = 256'b1111111110000000000000000000000000000000000000000000000000000000000000000000000000000000000000000000000000000000000000000000000000000000000000000000000000000000000000000000000000000000000000000000000000000000000000000000000000000000000000000000000000000000;
    wire [EW-1:0] ecc;
    assign  ecc = din[DW+:EW];
    wire [EW-2:0] syndrome;
    wire    parity;
    generate 
        for ( genvar g = 0 ; g < EW - 1 ; g ++ ) begin: gen_syndrome
            assign syndrome[g] = ^{ecc[g],din[0+:DW] & g_matrix[g][0+:DW] } ;
        end
    endgenerate
    assign  parity= ^din;
    wire  [DW+EW-1:0]   repair_bit;
    generate
        for ( genvar g = 0 ; g < DW; g ++ ) begin: gen_repair_data
            reg [EW-2:0] mask;
            always @( * ) begin
                for ( int i = 0 ; i < EW-1; i ++ ) begin
                    mask[i] = g_matrix[i][g];
                end
            end
            assign repair_bit[g] = syndrome == mask;
        end
    endgenerate
    generate
        for ( genvar g = 0 ; g < EW -1 ;g ++ ) begin: gen_repair_parity
            assign  repair_bit[DW+g] = syndrome == (1 << g );
        end
    endgenerate
    always @( posedge clk or negedge rst_n ) begin
        if ( ~rst_n ) begin
            dout    <= {DW{1'b0}};
            sec     <= 1'b0;
            ded     <= 1'b0;
        end
        else begin
            dout    <= din[0+:DW] ^ repair_bit[0+:DW];
            ded     <= ( ~parity | ~|repair_bit ) & (|syndrome);
            sec     <= parity & (|repair_bit );
        end
    end
endmodule 
==> run notes <==
Notes on the physical design

TritonCTS built the clock tree. The average instance area after synthesis is 13.1 um^2. The final tally of max-slew violations is 0.

Entering global routing, the biggest net connects 35 pins. Grouping stages by cell kind, the critical path spends the most delay in XOR/XNOR gates. The routed design shows a wire length per standard cell of 17.1 um. The share of post-route cells with drive strength above 1 is 0.653. Total global-route track usage over all layers is 0.240. The total of fill cells in the finished design is 358.

The detail-routed via count per cell is between 4 and 5. The number of warnings reported in the stage logs is 28. The final timing summary puts the cycle share of the worst path at 2.12. The largest total area in the synthesized netlist belongs to sky130_fd_sc_hd__dfrtp_1. The post-detailed-routing wire length is 6880 um. The final antenna diode tally reported by the flow is 0. The DRC violations left is 0. The checks that failed: negative setup slack. The final timing report counts setup violations totalling 34. The arrival time of data at the worst endpoint is listed as around 2.3 ns.

The endpoint kind of the worst setup timing path is a flop. The area recorded from the Yosys report for this design is 0.00231 mm^2. According to the timing report, the data required time at the worst endpoint equals 1.17 ns.

The leakage component of the power is 0.00201 uW. The first detailed-routing pass took 4 iterations. The number of global-route vias before repair was 2021. The number of maximum-capacitance violations recorded for the run is 0. Counting every instance in the synthesized netlist gives between 150 and 200.

The share of the core area taken by cells at floorplan is 0.417. The path class of the lowest-slack min-delay path is primary input to flop. The synth_stat.txt file lists the number of cells as 176. The proportion of power drawn by the clock network is 0.088. The HPWL after detailed placement is 4270 um.

The total internal power is 6510 uW. The total power divided by cell area is 2530 mW/mm^2. Once routing completed, OpenROAD measured the worst setup slack at -1.12 ns. The number of synthesized register bits is 34.

The final sum of negative setup slack is -34.30 ns. The initial antenna violation count was 0. The total global routing overflow is 0. Clock tree synthesis inserted a total of 5 buffers. The overall chip area is roughly 0.0061 mm^2.

STA lists the maximum fanout along the critical path as 8. The initialized floorplan defines 27 standard-cell rows. The clock edge transition at the registers on the reported setup and hold paths is 0.06 ns.

The die is just under 80 um tall. In this run the layout overhead on the synthesized area is reported as 82.7%. VDD sags by at most 0.00135 V. The stage delay of the slowest cell on the critical path is 0.49 ns. The total number of clock tree sinks is 34.

The cell with the largest stage delay on the worst path is sky130_fd_sc_hd__xnor3_2. The final number of hold-violating endpoints is 0. The worst path in the final design needs a cycle of 2.12 ns, including I/O delays and setup. The die is 78.0 um wide. The switching portion of total power is 0.389. For this run, the number of Yosys warnings is 2. The share of the synthesized area in the top cell type is 0.369. Registers take 851 um^2.

The first global-routing pass estimated 10500 um of wire. The detailed router placed 1930 vias in this run. STA classifies the critical path startpoint as a primary input. Per STA, the worst path is made up of dlygate4sd2_1, xnor3_2, xor2_2, xnor3_2, buf_12, nor4_4, nand3b_1, xnor2_1. Counting along the longest clock path gives a buffer depth of 2. For reference, the top cells by area after synthesis are sky130_fd_sc_hd__dfrtp_1, sky130_fd_sc_hd__xnor2_1, sky130_fd_sc_hd__xnor3_1. The layout report lists the multi-input gate area as 0.00195 mm^2.

Of the total power, registers draw 0.165. Setup repair after global routing could not meet its margin everywhere. The last weighted congestion value of the routability-driven placer is ~0.84. The cell sitting at the root of the clock tree is a sky130_fd_sc_hd__clkbuf_8. In this build the clock could be raised as far as 471 MHz.

The run finished, with violations left. The core region is 0.00554 mm^2. The share of total power dissipated in combinational logic is 0.747. The utilization of the core after routing is 0.761. Headroom to the max-slew limit came out at 0.776. The number of buffer and inverter instances along the worst setup path is 2. The deepest level of the CTS H-tree is 2. Counting distinct cell types in the post-synthesis netlist gives 22.

The transition time of the tightest slew-check pin is ~0.33 ns. The cell that appears most often on the critical path is sky130_fd_sc_hd__xnor3_2. The type of the setup path with the least slack is primary input to flop. The number of ports placed on the die boundary is approximately 75. The post-synthesis instance area is ~0.0023 mm^2. The initial DRC count is 60.

Per Yosys stat, the portion of area used by sequential elements is 0.369. The analysis attributes to net switching a power of 4150 uW. The number of nets with antenna violations after routing is 0. The port buffer count is approximately 74.
==> per-layer routing <==
layer,track usage,part of all wire,vias up
met2,0.348,0.45,78
met1,0.393,0.45,942
met3,0.0741,0.080,9
met5,0,0,-
li1,-,-,901
met4,0.0167,0.012,0
==> power by group through the flow <==
stage         clock [uW]  sequential [uW]  combinational (uW)
global route        1040             1790                8330
CTS                  966             1760                7220
finish               934             1760                7970
==> path summary, 6_finish.rpt <==
kind | start | to | slack, ns | cells after the start
max | din[17] | dout[26] | -1.12 | 8
min | din[23] | dout[23] | 0.10 | 2
min in group asynchronous | rst_n | dout[5] | 0.29 | 2
max in group asynchronous | rst_n | dout[24] | 0.54 | 2
==> stage by stage <==
stage               cells  power (uW)  cell area, um^2  setup WS [ns]  hold slack [ns]
floorplan             176        4540             2340          -1.05          -0.0956
global placement      370        6810             3590          -1.88            0.593
detailed placement    370        6800             3590          -1.86            0.594
CTS                   395        9940             4030          -1.14            0.102
global route          403       11200             4220          -1.19            0.105
finish                403       10700             4220          -1.12            0.101
==> synth_stat cells (all sizes together) <==
cell / number
nor4: 2
xnor3: 19
a21oi: 1
nand3: 18
and4b: 2
inv: 1
clkbuf: 3
buf: 3
xnor2: 56
nor3b: 5
xor2: 16
nand3b: 9
dfrtp: 34
and4: 1
and4bb: 2
nor4b: 3
nor2: 1
==> layout by cell type, fill, tap and decap left out, types with 5 or more instances in the layout <==
| cell | netlist | routed |
|---|---|---|
| sky130_fd_sc_hd__buf_4 | 0 | 56 |
| sky130_fd_sc_hd__buf_2 | 3 | 44 |
| sky130_fd_sc_hd__dfrtp_1 | 34 | 34 |
| sky130_fd_sc_hd__xnor2_1 | 53 | 32 |
| sky130_fd_sc_hd__buf_6 | 0 | 22 |
| sky130_fd_sc_hd__xnor2_2 | 3 | 16 |
| sky130_fd_sc_hd__xnor3_2 | 3 | 13 |
| sky130_fd_sc_hd__nand3b_1 | 9 | 9 |
| sky130_fd_sc_hd__nand3_2 | 0 | 9 |
| sky130_fd_sc_hd__xnor2_4 | 0 | 8 |
| sky130_fd_sc_hd__xnor3_1 | 16 | 8 |
| sky130_fd_sc_hd__xor2_1 | 16 | 8 |
| sky130_fd_sc_hd__clkbuf_2 | 1 | 8 |
| sky130_fd_sc_hd__xor2_2 | 0 | 7 |
| sky130_fd_sc_hd__nand3_1 | 18 | 7 |
| sky130_fd_sc_hd__clkbuf_8 | 0 | 5 |
| sky130_fd_sc_hd__dlygate4sd2_1 | 0 | 5 |
| sky130_fd_sc_hd__buf_12 | 0 | 5 |
==> registers in the layout (all words and copies together) (netlist names) <==
register and cells:
dout 32, ded 1, sec 1
==> layout make-up <==
| cell class | count | area share |
|---|---|---|
| Inverter | 1 | 0.000890 |
| Multi-Input combinational cell | 137 | 0.462 |
| Tap cell | 72 | 0.0214 |
| Clock buffer | 7 | 0.0181 |
| Timing Repair Buffer | 152 | 0.295 |
| Sequential cell | 34 | 0.202 |
==> logic make-up (layout without fill, tap and decap cells) <==
kind of cell,Yosys count,count (layout),synth area share
DFF,34,34,0.369
buffers and inverters,7,160,0.0135
xor gates and xnor gates,91,93,0.470
and+or+nand+nor,43,43,0.146
AOI/OAI and AO/OA,1,1,0.00217
==> timing repair <==
item / 4_1_cts / 5_1_grt
gates cloned: 5 / 0
endpoints found under the setup margin: 68 / 38
pin swaps: 67 / 47
setup buffers: 14 / 12
gates resized: 258 / 62
hold buffers: 0 / 0
Power figures rest on the tool's default switching activity, not on a simulated workload.
